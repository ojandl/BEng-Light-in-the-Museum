==> flow/run.sh <==
#!/bin/bash
# OpenROAD 26Q1-2900-gdf79404cd8, Yosys 0.63+post, stock flow scripts
make -C /OpenROAD-flow-scripts/flow DESIGN_CONFIG=/design/flow/config.mk WORK_HOME=/design/flow/orfs finish
==> flow/config.mk <==
export PLATFORM = sky130hd
export DESIGN_NAME = partialwrappernew
export DESIGN_NICKNAME = partialwrappernew
export VERILOG_FILES = /design/flow/design.v
export SDC_FILE = /design/flow/constraint.sdc
export NUM_CORES = 4
export LEC_CHECK = 1
export CORE_UTILIZATION = 50
==> flow/constraint.sdc <==
current_design partialwrappernew

set clk_period 9.4
set clk_io_pct 0.2

create_clock -name clk0 -period $clk_period [get_ports {aclk}]
create_clock -name clk1 -period $clk_period [get_ports {pclk}]

set non_clock_inputs [all_inputs -no_clocks]
set_input_delay [expr $clk_period * $clk_io_pct] -clock clk0 $non_clock_inputs
set_output_delay [expr $clk_period * $clk_io_pct] -clock clk0 [all_outputs]
==> flow/design.v <==
`timescale 1ns / 1ps
module async_fifo #(parameter DATA_WIDTH = 32)
(
    input write_clk,
    input read_clk,
    input rstn,
    input write_en,
    input read_en,
    input [DATA_WIDTH-1:0] data_in,
    output reg [DATA_WIDTH-1:0] data_out,
    output reg empty,
    output reg full,
    output reg fifo_wr_success,
    output reg fifo_rd_success
);
reg [0:31] fifo [DATA_WIDTH-1:0];
reg [4:0] write_pointer = 5'd0;
reg [4:0] read_pointer = 5'd0;
integer i;
always@(posedge write_clk) begin
    if (rstn == 1'b0) begin
        write_pointer <= 5'd0;
        full <= 0;
    end else begin
        if((write_en == 1'b1) && (full == 1'b0)) begin
            fifo[write_pointer] <= data_in;
            if (write_pointer == 5'd31) begin
                write_pointer <= 5'd0;
            end else begin
                write_pointer <= write_pointer + 1;
            end
            fifo_wr_success <= 1'b1;
        end else
            fifo_wr_success <= 1'b0;
        if ((write_pointer + 1 == read_pointer) || (write_pointer == 5'd31 && read_pointer == 5'd0))
            full <= 1;
        else
            full <= 0;
    end
end
always@(posedge read_clk) begin
    if (rstn == 1'b0) begin
        read_pointer <= 0;
        fifo_rd_success <= 1'b0;
        empty <= 1'b1;
    end else begin   
        if (read_en && (empty == 1'b0)) begin
            data_out <= fifo[read_pointer];
            fifo_rd_success <= 1'b1;
            if(read_pointer == 5'd31)
                read_pointer <= 5'b0;
            else
                read_pointer <= read_pointer + 1;
        end else
            fifo_rd_success <= 1'b0;
        if (write_pointer == read_pointer)
            empty <= 1'b1;
        else
            empty <= 1'b0;
    end
end
endmodule
`timescale 1ns / 1ps
module partialwrappernew(
    input [31:0] wr_data,
    input pclk,
    input aclk,
    input resetn,
    output tx,
    output fifo_full,
    input fifo_wr_en,
    output fifo_wr_success 
    );
    wire [7:0] out0;
    wire data_req;
    wire fifo_empty;
    wire rd_en;
    wire [31:0] in0;
    wire fifo_rd_success; 
    shifternew uut(
        .rstn(resetn),
        .in0(in0),
        .pclk(pclk),
        .fifo_empty(fifo_empty),
        .tx(tx),
        .fifo_rd_en(rd_en)
        );
    async_fifo fifo0 (
        .write_clk(aclk),
        .read_clk(pclk),
        .rstn(resetn),
        .write_en(fifo_wr_en),
        .read_en(rd_en),
        .data_in(wr_data),
        .data_out(in0),
        .full(fifo_full),
        .empty(fifo_empty),
        .fifo_wr_success(fifo_wr_success),
        .fifo_rd_success(fifo_rd_success)
        );
endmodule
`timescale 1ns / 1ps
module shifternew(
    input rstn,
    input [31:0] in0,
    input pclk,
    input fifo_empty,
    output reg tx,
    output reg fifo_rd_en
    );
    parameter IDLE = 2'b00;
    parameter SYNC = 2'b01;
    parameter SEND = 2'b10;
    parameter WAIT = 2'b11;
    reg [1:0] curState;
    reg [7:0] counter = 8'b0;
    reg [8:0] bitcounter = 9'b0;
    reg [31:0] curData;
    reg trig_out;
    reg [1:0] nxtState;
    reg requested = 1'b0;
    reg data_req = 1'b0;
    always@(posedge pclk) begin
        if(rstn == 1'b0) begin
            trig_out <= 1'b0;
            counter <= 8'b0;
        end else begin
            if(counter == 8'd49) begin 
                trig_out <= 1'b1;
                counter <= 8'b0;
            end else begin 
                trig_out <= 1'b0;
                counter <= counter + 1;
            end
        end
    end
    always@(posedge pclk) begin
        if(rstn == 1'b0) begin 
            bitcounter <= 9'b0;
        end else begin 
            if((trig_out == 1'b1) && (curState != IDLE)) begin
                if(bitcounter == 9'd310) begin 
                    bitcounter <= 9'b0;
                end else begin 
                    bitcounter <= bitcounter + 1;
                end
            end
        end
    end
    always@(posedge pclk) begin
        if(curState == SYNC) begin
            curData <= in0;
        end else begin
            if(trig_out == 1'b1) begin
                if(bitcounter[4:0] == 5'b01001) begin
                    curData <= in0;
                end else begin
                    if(curState == SEND)
                        curData <= {curData[30:0], 1'b0};
                end
            end
        end
    end
    always@(posedge pclk) begin
        curState <= IDLE;
        if(rstn == 1'b0) begin
            curState <= IDLE;
        end else begin
            if(trig_out == 1'b1)
                curState <= nxtState;
            else
                curState <= curState;
        end
    end
    always@(posedge pclk) begin
        if(rstn == 1'b0) begin
            fifo_rd_en <= 1'b1;
        end else begin
            if(curState == IDLE) begin 
                if(fifo_empty == 1'b1)
                    fifo_rd_en <= 1'b1;
                else
                    fifo_rd_en <= 1'b0;
            end else begin
                if(data_req == 1'b1) begin
                    if(requested == 1'b0) begin
                        fifo_rd_en <= 1'b1;
                        requested <= 1'b1;
                    end else begin
                        fifo_rd_en <= 1'b0;
                        requested <= 1'b1;
                    end
                end else begin
                    fifo_rd_en <= 1'b0;
                    requested <= 1'b0;
                end
            end
        end
    end
    always@(posedge pclk) begin
        data_req <= 1'b0;
        if(rstn == 1'b0) begin
            data_req <= 1'b0;
            tx <= 1'b0;
        end else begin
            case(curState)
                IDLE: begin
                    data_req <= 1'b0;
                    if(trig_out == 1'b1)
                        tx <= 1'b0;
                end
                SYNC: begin
                    if(bitcounter < 9'd5)
                        tx <= 1'b1;
                    else begin
                        if(bitcounter < 9'd10)
                            tx <= 1'b0;
                    end
                end
                SEND: begin
                    tx <= curData[31];
                    if(bitcounter[4:0] == 5'b00111)
                        data_req <= 1'b1;
                    else
                        data_req <= 1'b0;
                end
                WAIT: begin
                    tx <= 1'b0;
                    data_req <= 1'b0;
                end
                default: begin
                    tx <= 1'b0;
                    data_req <= 1'b0;
                end
            endcase
        end
    end                
    always@(*) begin
        nxtState <= curState;
        case(curState)
            IDLE: begin
                if(fifo_empty == 1'b0)
                    nxtState <= SYNC;
            end
            SYNC: begin
                if(bitcounter == 9'd9)
                    nxtState <= SEND;
            end
            SEND: begin
                if((bitcounter[4:0] == 5'b00111) && (fifo_empty == 1'b1))
                    nxtState <= IDLE;
                if(bitcounter == 9'd298)
                    nxtState <= WAIT;
            end
            WAIT: begin
                if(bitcounter == 9'd310)
                    nxtState <= IDLE;
            end
            default: begin
                nxtState <= IDLE;
                tx <= 1'b0;
            end
        endcase
    end
endmodule
==> run notes <==
run metrics: status complete, no violations, hold_buf cts 0, Critical Path Source Type flip-flop, Layout area overhead 13.6%, CP bufs+invs 2, io pins 39, Critical Path Stages 5, peak supply drop 0.177 mV, Top FF cell, synth edfxtp_1, DRC errors left 0, die width a little under 300 um, Int Pwr between 8 and 9 mW, CP required ~9.4 ns, largest net degree at the start of global routing about 97, Worst Reg-to-Reg Cells 5, Final Slew Violations 0, Final setup viols 0, synthesized cell area ~43,000 um^2, crit path DAT 3.90 ns, #FFs+latches synth 1,125, crit path cell chain buf_4 > buf_12 > mux4_2 > a22oi_1 > nand4_1, Leak 14.7 nW, initial antenna violation count 0, Top cell excl fill/tap edfxtp_1, Worst slew margin 32.5%, post-CTS sizing 0, Post CTS Setup Buffer Count 0, Critical Path End fifo0.data_out[22]$_DFFE_PP_, die height 295 um, slowest cell delay on critical path between 0.7 and 0.8 ns, Routed Wire Length 102,000 um, Slowest-stage cell, CP buf_4, Comb pwr share 6.6%, power share of the clock group between 40% and 50%, first-pass GRT wire length 148,000 um, Yosys cell types 54, 1st-pass router iterations 5, worst hold path class reg -> reg, port bufs 37, sequential area share after synthesis 77.7%, critical path type reg -> reg, Setup WS pre-CTS slightly below 5 ns, unrepaired setup endpoints after global routing no, reg2reg setup slack 5.48 ns, Flop pwr share 51.8%, Final HPWL DP around 61,000 um, max_cap viols 0, Synthesis Warnings 2, total power 10.7 mW, power density cells around 220 nW/um^2, Setup Total Neg Slack 0 ns, CTS tree done, DRT iter0 DRCs 1,238, core footprint 85,100 um^2, worst-margin pin slew 1.01 ns, CP max FO approximately 96, Sw Ratio 21.7%, post-synthesis cell count between 2k and 2.5k, most frequent cells in the layout edfxtp_1 (1,090), mux4_2 (192), a22oi_1 (162), final hold violation count 0, Post-synth EDFFs 1,090, Post-synth ARST share 0%, wire length per cell between 20 and 30 um, full die area between 80,000 and 90,000 um^2, Top cells by area edfxtp_1 (76%), mux4_2 (10%), mux2i_1 (3.0%), largest delay contributor family on the critical path buffers and inverters, # clock sinks 1,125, yosys cell count a little over 2k, vias in the first global route 22.0k, via count 20.4k, GR Overflow Total 0, Max-area cell share 76.1%, row count roughly 110, GPL Wtd Cong about 0.9, syn avg cell area 20.9 um^2, Yosys top cell by area edfxtp_1, skew final 0.0194 ns, crit path from fifo0.read_pointer[1]$_SDFFE_PN0P_, count of tool warnings 37, layout cells sized above 1 24.4%, Final ANT Viol Nets 0, Core Util at FP between 50% and 60%, PnR worst setup slack 5.48 ns, NetSw 2.33 mW, yosys synthesis chip area 43,000 um^2, worst r2r dst fifo0.data_out[22]$_DFFE_PP_, r2r startpoint fifo0.read_pointer[1]$_SDFFE_PN0P_, GRT Util Overall 27.1%, Worst setup EP type flip-flop, register clock-pin slew on the reported worst setup and hold paths approximately 0.060 ns, vias per cell 5.98
power groups by stage:
stage / Combinational [mW] / Sequential (mW) / Clock (mW)
global route: 0.763 / 5.57 / 4.74
CTS: 0.713 / 5.57 / 4.54
finish: 0.711 / 5.57 / 4.46
state kept, by name (all words and copies together), names as in the netlist, 2 cells and up:
signal and count:
uut.curData 32, uut.bitcounter 9, fifo0.fifo 1024, fifo0.write_pointer 5
uut.curState 2, uut.counter 8, fifo0.read_pointer 5, fifo0.data_out 32
metal layers:
metal	wire length (um)	up-vias	share of wire [%]	track usage [%]
met3	22100	123	22	25.9
met5	110	-	0.11	1.39
met2	42900	1230	42	34.2
met1	33300	10200	33	36.0
li1	-	8838	-	-
met4	3010	4	3.0	6.08
layout make-up:
class / instances / area (um^2)
Fill cell: 6097 / 36300
Sequential cell: 1125 / 33400
Multi-Input combinational cell: 806 / 9310
Clock buffer: 134 / 2970
Tap cell: 1144 / 1430
Timing Repair Buffer: 117 / 896
Clock inverter: 72 / 746
Inverter: 13 / 48.8
Antenna cell: 1 / 2.50
worst register-to-register path: cells and delay by family (launching register included):
| kind | cells | cell delay (ns) |
|---|---|---|
| buffers and inverters | 2 | 1.31 |
| flip-flops | 1 | 0.62 |
| multiplexers | 1 | 0.62 |
| AND-OR/OR-AND | 1 | 0.57 |
| AND/OR/NAND/NOR | 1 | 0.43 |
stage by stage:
stage	instance area (um^2)	utilization, %	std cells	hold WS [ns]
floorplan	43000	-	2058	0.408
global placement	45100	53.0	3205	0.419
detailed placement	45100	53.0	3205	0.421
CTS	48800	57.4	3411	0.441
global route	48800	57.4	3411	0.461
finish	48800	57.4	3412	0.445
synth_stat cells, drive strengths merged, types with 13 or more instances:
master / count
mux2i: 129
a22oi: 162
ha: 17
nand4: 43
mux4: 192
mux2: 31
dfxtp: 35
buf: 60
nor2: 68
nand3: 39
nand2: 16
xnor2: 13
edfxtp: 1090
clkbuf: 54
worst min path at each step:
stage / startpoint / end / slack [ns] / depth (start not counted)
CTS: uut.data_req$_SDFF_PN0_ / uut.requested$_DFFE_PP_ / 0.44 / 0
global route: uut.data_req$_SDFF_PN0_ / uut.requested$_DFFE_PP_ / 0.46 / 0
finish: uut.data_req$_SDFF_PN0_ / uut.requested$_DFFE_PP_ / 0.45 / 0
kinds of logic (layout without fill, tap and decap cells):
kind of cell | Yosys count | after routing | synth area share (%)
flip-flops | 1125 | 1125 | 77.7
other | 0 | 1 | 0
AND/OR/NAND/NOR | 217 | 217 | 2.68
XOR/XNOR | 22 | 22 | 0.448
AND-OR/OR-AND | 198 | 198 | 3.43
multiplexers | 352 | 352 | 13.9
buffers and inverters | 127 | 336 | 1.36
adder cells (fa/ha/maj) | 17 | 17 | 0.494
Power and IR drop assume default switching activity.
